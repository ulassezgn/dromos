<file path="./run.sh">
#!/bin/bash
# OpenROAD 26Q1-2900-gdf79404cd8, Yosys 0.63+post, stock flow scripts
make -C /OpenROAD-flow-scripts/flow DESIGN_CONFIG=/design/flow/config.mk WORK_HOME=/design/flow/orfs finish
</file>
<file path="./config.mk">
export PLATFORM = sky130hd
export DESIGN_NAME = regfile
export DESIGN_NICKNAME = regfile
export VERILOG_FILES = /design/flow/design.v
export SDC_FILE = /design/flow/constraint.sdc
export NUM_CORES = 4
export LEC_CHECK = 1
export CORE_AREA = 10 10 79 79
export DIE_AREA = 0 0 89 89
</file>
<file path="./constraint.sdc">
current_design regfile

set clk_period 6.8
set clk_io_pct 0.2

create_clock -name clk0 -period $clk_period

set non_clock_inputs [all_inputs -no_clocks]
set_input_delay [expr $clk_period * $clk_io_pct] -clock clk0 $non_clock_inputs
set_output_delay [expr $clk_period * $clk_io_pct] -clock clk0 [all_outputs]
</file>
<file path="./design.v">
package conversion_pkg;
    localparam ADDR_WIDTH = 32;
    function automatic logic [ADDR_WIDTH:0] bin2gray (input logic [ADDR_WIDTH:0] bin);
        bin2gray = bin ^ (bin >> 1);
    endfunction
    function automatic logic [ADDR_WIDTH:0] gray2bin (input logic [ADDR_WIDTH:0] gray);
        logic [ADDR_WIDTH:0] tmp;
        integer i;
        begin
            tmp[ADDR_WIDTH] = gray[ADDR_WIDTH];
            for (i = ADDR_WIDTH-1; i >= 0; i--)
                tmp[i] = tmp[i+1] ^ gray[i];
            gray2bin = tmp;
        end
    endfunction
endpackage
`timescale 1ns/1ps
module regfile #(
    parameter int XLEN = 32
)   (
    input logic             clk_i,
    input logic             rstn_i,
    input logic             we_i,
    input logic [4:0]       waddr_i,
    input logic [XLEN-1:0]  wdata_i,
    input logic [4:0]       raddr_a_i,
    output logic [XLEN-1:0] rdata_a_i, 
    input logic [4:0]       raddr_b_i,
    output logic [XLEN-1:0] rdata_b_i
);
    logic [XLEN-1:0] regs [31:0];
    always_ff @(posedge clk, negedge rstn_i) begin
        if(!rstn_i) begin
            integer i;
            for(i = 0; i < 32; i = i + 1) regs[i] <= '0;
        end else if (we_i && (waddr_i != 5'd0)) begin
            regs[waddr_i] <= wdata_i;
        end
    end
    always_comb begin
        if(raddr_a_i == 5'd0) rdata_a_i = '0;
        else if(we_i && (waddr_i == raddr_a_i) && (waddr_i != 5'd0)) rdata_a_i = wdata_i;
        else rdata_a_i = regs[waddr_i];
    end
    always_comb begin
        if(raddr_b_i == 5'd0) rdata_b_i = '0;
        else if(we_i && (waddr_i == raddr_b_i) && (waddr_i != 5'd0)) rdata_b_i = wdata_i;
        else rdata_b_i = regs[waddr_i];
    end
endmodule
</file>
==> run summary <==
Results of the flow run.

Final hold analysis gives a worst-case slack of 3.63 ns. The first global-routing pass estimated 7.62 mm of wire. The number of clock buffer instances in the layout stands at 0. Before any placement, the netlist area is recorded as 802 sq um.

The static leakage power stands at 0.554 nW. The kind of cell with the highest combined delay along the critical path is buffers and inverters. In this run, placement finished with an instance count of 287. The floorplan step records an initial core utilization of 0.172.

The highest achievable clock rate stands at 194 MHz. Per the run summary, max-cap violations total 0. The finished cells cover 1890 sq um.

The simple logic cell fraction of the synthesized area stands at 0.682. For reference, the top cells by area after synthesis are nor4_1, nor3_1, nand2_1. After floorplanning, the core was sized to cover 4660 sq um.

The detailed-placement wirelength estimate stands at 3.77 mm. The area share of fa/ha/maj cells after synthesis stands at 0. The share of synthesized area in the top cell type comes to 0.250. Routing resource usage on met1 recorded by global route was 0.147. The met2 capacity usage during global routing stands at 0.205. Setup repair after global routing left no endpoint under its margin. After synthesis, the most frequently instantiated cells are nand2_1, nor4_1, nor3_1. The combinational cell fraction of total power stands at 1.000.

The number of buffers and inverters on the critical path is 3. A synthesized cell averages 5.99 sq um. The first TritonRoute pass finished after 4 iterations. The detailed router reported a total wirelength of 4.93 mm. The switching portion of total power comes to 0.517. Counting endpoints that fail hold in the final report gives 0. The worst slack at placement stands at 1.63 ns. Per the layout area report, the register area comes to 0 sq um. The ratio of cells with drive above 1 in the final layout stands at 0.0472. In this design, the stage delay of the slowest critical-path cell is 0.60 ns.

The post-synthesis chip area from yosys stands at 802 sq um. The remaining routing DRC violations stands at 0. For reference, the mux area share after synthesis is 0. The row count stands at 25.

The signal on the critical path passes through clkdlybuf4s50_1 > or4_4 > a31oi_4 > buf_4 > nor3_1 > clkdlybuf4s50_1. The netlist uses 15 different library cells. At the worst endpoint, the arrival time is 3.78 ns. Sorting the synthesis cell report by count puts at the top nand2_1. The internal portion of the total power is 41.2 uW. The critical path endpoint has a required time of 5.44 ns. The power share of the clock group stands at 0. Looking at the post-CTS report, the setup buffer insertion count equals 0. The worst setup path is captured at an output pin. The critical path in this run is classified as in -> out. The horizontal extent of the die stands at 89 um. Entering global routing, the biggest net connects 33 pins. The routed design shows a via density per instance of 4.77.

The script extracted a net switching power of 44.1 uW. The vertical extent of the die stands at 89 um. The combined global-route utilization of all metal layers stands at 0.117. The number of antenna repair diodes stands at 0.

The violation tally from detailed-route iteration zero stands at 92. The register area share after synthesis stands at 0. The detail route stage leaves a number of antenna-violating nets equal to 0.

The design has 0 sequential cells. The type recorded for the worst min-delay path is in -> out. The timing report shows the most common cell along the critical path to be clkdlybuf4s50_1. Looking at the max-slew report, the worst-margin pin has a slew of 0.877 ns. By area, the combinational part of the netlist is dominated by simple AND/OR/NAND/NOR gates. The via count of the first global-routing pass stands at 1396. The sequential share of power stands at 0. The synthesized instance count is 134. The stage-log warning count stands at 34. The run finished with clean final reports. Once placement finished, the instance area stood at 1890 sq um. The total overflow left after global routing is 0. The overall via count from detail_route stands at 1370. The area fraction in xor and xnor cells stands at 0.0874.

Routing resource usage on met3 recorded by global route was 0.0358. The minimum period implied by the final worst setup slack stands at 5.14 ns. Pin placement for this block handled 114 I/O pins. Looking at area per cell type in the netlist, the leader is nor4_1.

The chip occupies 7920 sq um. The last timing report of the flow puts the setup violation total at 0. The final worst-path setup slack stands at 1.66 ns. Measured on the finished design, the core utilization comes to 0.406. As logged by OpenROAD, the buffers inserted on ports number 112. IR analysis of the VDD net gives a maximum drop of 0.0300 mV.

The final cell count without fillers stands at 287. The setup TNS stands at 0 ns. The final power report lists total power as 85.3 uW. Of the total synthesized cell area, the portion taken by AND-OR and OR-AND cells is 0.0624.

In the final routed layout, each cell accounts on average for 17.2 um. The final critical-path share of the clock period stands at 0.756. The report shows a maximum critical-path fanout of 18. The number of gates resized after cts stands at 0.

Max-slew check failures listed in the final report amount to 0. The max-slew check reports its worst relative slack as 0.414. Per the STA report, the cell with the highest stage delay on the worst path is or4_4.

The worst setup path is launched from an input port. Looking at the global route congestion table, the highest-usage layer is met2. The number of antenna violations at the first check in global routing stands at 0. Hold repair after CTS inserted 0 buffers. After synthesis, the design contains 134 cells according to Yosys. The power density relative to cell area stands at 45.1 nW/um^2.

The synthesis report lists the Yosys warning total as 4. The flow measured a signed area growth from synthesis to layout of 136%. The weighted congestion at the end of routability-driven global placement stands at 0.752.
kinds of logic (layout without fill, tap and decap cells):
family          Yosys count  in the layout
simple gates            105            105
xor+xnor                  8              8
buf+inv                  18            117
compound gates            3              3
cell usage in the layout (no fill, tap or decap):
cell type / n
a21oi_4: 1
xnor2_1: 8
a31oi_4: 1
or4_4: 1
and2_1: 2
nor3_2: 2
nor3_1: 30
nor4_1: 32
buf_4: 5
clkdlybuf4s50_1: 112
nand2_1: 33
nand4_1: 1
o211ai_2: 1
nor2_1: 2
or4_1: 2
routing by layer:
metal | vias up | routed length (um)
met5 | - | 0
met2 | 67 | 2370
met1 | 607 | 1960
met4 | 0 | 0
met3 | 0 | 611
li1 | 696 | -
final cells by class:
type | instances | area [sq um]
fillers | 484 | 2770
multi-input cells | 116 | 667
well taps | 54 | 67.6
repair buffers | 117 | 1160
power by group through the flow:
stage	sequential [mW]	combinational, mW	clock [mW]
CTS	0	0.0863	0
global route	0	0.0933	0
finish	0	0.0853	0
path summary, 6_finish.rpt:
kind	depth (start not counted)	slack [ns]	end	start
max	6	1.66	rdata_a_i[15]	waddr_i[1]
min	4	3.63	rdata_a_i[0]	wdata_i[0]
Power and IR drop assume default switching activity.
