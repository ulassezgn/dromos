==> design/flow/run.sh <==
#!/bin/bash
# OpenROAD 26Q1-2900-gdf79404cd8, Yosys 0.63+post, stock flow scripts
make -C /OpenROAD-flow-scripts/flow DESIGN_CONFIG=/design/flow/config.mk WORK_HOME=/design/flow/orfs finish
==> design/flow/config.mk <==
export PLATFORM = sky130hd
export DESIGN_NAME = brent_kung_adder_32b
export DESIGN_NICKNAME = brent_kung_adder_32b
export VERILOG_FILES = /design/flow/design.v
export SDC_FILE = /design/flow/constraint.sdc
export NUM_CORES = 4
export LEC_CHECK = 1
export CORE_AREA = 10 10 111 111
export DIE_AREA = 0 0 121 121
==> design/flow/constraint.sdc <==
current_design brent_kung_adder_32b

set clk_period 13.1
set clk_io_pct 0.2

create_clock -name clk0 -period $clk_period

set non_clock_inputs [all_inputs -no_clocks]
set_input_delay [expr $clk_period * $clk_io_pct] -clock clk0 $non_clock_inputs
set_output_delay [expr $clk_period * $clk_io_pct] -clock clk0 [all_outputs]
==> design/flow/design.v <==
package conversion_pkg;
    localparam ADDR_WIDTH = 32;
    function automatic logic [ADDR_WIDTH:0] bin2gray (input logic [ADDR_WIDTH:0] bin);
        bin2gray = bin ^ (bin >> 1);
    endfunction
    function automatic logic [ADDR_WIDTH:0] gray2bin (input logic [ADDR_WIDTH:0] gray);
        logic [ADDR_WIDTH:0] tmp;
        integer i;
        begin
            tmp[ADDR_WIDTH] = gray[ADDR_WIDTH];
            for (i = ADDR_WIDTH-1; i >= 0; i--)
                tmp[i] = tmp[i+1] ^ gray[i];
            gray2bin = tmp;
        end
    endfunction
endpackage
module brent_kung_adder_32b(
    input wire [31:0] op1_i,
    input wire [31:0] op2_i,
    input wire carry_i,
    output wire [31:0] sum_o,
    output wire carry_o
);
    wire [32:0] prop, gen, carry;
    pre_processing_32b PRE(op1_i, op2_i, carry_i, prop, gen);
    carry_tree_bk_32b TREE(prop[31:0], gen[31:0], carry[31:0]);
    post_processing_param #(32) POST(prop[32:1], carry[31:0], sum_o);
    gray_cell COUT(prop[32], gen[32], carry[31], carry[32]);
    assign carry_o = carry[32];    
endmodule
module black_cell
(
    input wire pik_i,
    input wire gik_i,
    input wire pk_1j_i,
    input wire gk_1j_i,
    output wire gij_o,
    output wire pij_o
);
    generator_ij_span GEN(gik_i, pik_i, gk_1j_i, gij_o);
    propagator_ij_span PROP(pik_i, pk_1j_i, pij_o);
endmodule
module carry_tree_bk_32b(prop_i, gen_i, carry_o);
    input wire [31:0] prop_i;
    input wire [31:0] gen_i;
    output wire [31:0] carry_o;
    wire [31:0] gen_to_0;
    wire prop_3_2, gen_3_2, prop_5_4, gen_5_4, prop_7_6, gen_7_6, prop_7_4, gen_7_4, prop_9_8, gen_9_8, prop_11_10, gen_11_10, prop_11_8, gen_11_8;
    wire prop_13_12, gen_13_12, prop_15_14, gen_15_14, prop_15_12, gen_15_12, prop_15_8, gen_15_8, prop_17_16, gen_17_16, prop_19_18, gen_19_18, prop_19_16, gen_19_16;
    wire prop_21_20, gen_21_20, prop_23_22, gen_23_22, prop_23_20, gen_23_20, prop_23_16, gen_23_16, prop_25_24, gen_25_24, prop_27_26, gen_27_26, prop_27_24, gen_27_24;
    wire prop_29_28, gen_29_28, prop_31_30, gen_31_30, prop_31_28, gen_31_28, prop_31_24, gen_31_24, prop_31_16, gen_31_16;
    assign gen_to_0[0] = gen_i[0];
    genvar i;
    generate
        for(i = 0; i < 32; i = i + 1) begin : tree_block
            assign carry_o[i] = gen_to_0[i];
        end
    endgenerate
    black_cell BC3(prop_i[3], gen_i[3], prop_i[2], gen_i[2], gen_3_2, prop_3_2);    
    black_cell BC5(prop_i[5], gen_i[5], prop_i[4], gen_i[4], gen_5_4, prop_5_4);    
    black_cell BC7(prop_i[7], gen_i[7], prop_i[6], gen_i[6], gen_7_6, prop_7_6);    
    black_cell BC9(prop_i[9], gen_i[9], prop_i[8], gen_i[8], gen_9_8, prop_9_8);    
    black_cell BC11(prop_i[11], gen_i[11], prop_i[10], gen_i[10], gen_11_10, prop_11_10);    
    black_cell BC13(prop_i[13], gen_i[13], prop_i[12], gen_i[12], gen_13_12, prop_13_12);    
    black_cell BC15(prop_i[15], gen_i[15], prop_i[14], gen_i[14], gen_15_14, prop_15_14);    
    black_cell BC17(prop_i[17], gen_i[17], prop_i[16], gen_i[16], gen_17_16, prop_17_16);
    black_cell BC19(prop_i[19], gen_i[19], prop_i[18], gen_i[18], gen_19_18, prop_19_18);
    black_cell BC21(prop_i[21], gen_i[21], prop_i[20], gen_i[20], gen_21_20, prop_21_20);
    black_cell BC23(prop_i[23], gen_i[23], prop_i[22], gen_i[22], gen_23_22, prop_23_22);
    black_cell BC25(prop_i[25], gen_i[25], prop_i[24], gen_i[24], gen_25_24, prop_25_24);
    black_cell BC27(prop_i[27], gen_i[27], prop_i[26], gen_i[26], gen_27_26, prop_27_26);
    black_cell BC29(prop_i[29], gen_i[29], prop_i[28], gen_i[28], gen_29_28, prop_29_28);
    black_cell BC31(prop_i[31], gen_i[31], prop_i[30], gen_i[30], gen_31_30, prop_31_30);
    black_cell BC7_ST2(prop_7_6, gen_7_6, prop_5_4, gen_5_4, gen_7_4, prop_7_4);
    black_cell BC11_ST2(prop_11_10, gen_11_10, prop_9_8, gen_9_8, gen_11_8, prop_11_8);
    black_cell BC15_ST2(prop_15_14, gen_15_14, prop_13_12, gen_13_12, gen_15_12, prop_15_12);
    black_cell BC19_ST2(prop_19_18, gen_19_18, prop_17_16, gen_17_16, gen_19_16, prop_19_16);
    black_cell BC23_ST2(prop_23_22, gen_23_22, prop_21_20, gen_21_20, gen_23_20, prop_23_20);
    black_cell BC27_ST2(prop_27_26, gen_27_26, prop_25_24, gen_25_24, gen_27_24, prop_27_24);
    black_cell BC31_ST2(prop_31_30, gen_31_30, prop_29_28, gen_29_28, gen_31_28, prop_31_28);
    black_cell BC15_ST3(prop_15_12, gen_15_12, prop_11_8, gen_11_8, gen_15_8, prop_15_8);
    black_cell BC23_ST3(prop_23_20, gen_23_20, prop_19_16, gen_19_16, gen_23_16, prop_23_16);
    black_cell BC31_ST3(prop_31_28, gen_31_28, prop_27_24, gen_27_24, gen_31_24, prop_31_24);
    black_cell BC31_ST4(prop_31_24, gen_31_24, prop_23_16, gen_23_16, gen_31_16, prop_31_16);
    gray_cell GC1(prop_i[1], gen_i[1], gen_to_0[0], gen_to_0[1]);
    gray_cell GC2(prop_i[2], gen_i[2], gen_to_0[1], gen_to_0[2]);
    gray_cell GC3(prop_3_2, gen_3_2, gen_to_0[1], gen_to_0[3]);
    gray_cell GC4(prop_i[4], gen_i[4], gen_to_0[3], gen_to_0[4]);
    gray_cell GC5(prop_5_4, gen_5_4, gen_to_0[3], gen_to_0[5]);
    gray_cell GC6(prop_i[6], gen_i[6], gen_to_0[5], gen_to_0[6]);
    gray_cell GC7(prop_7_4, gen_7_4, gen_to_0[3], gen_to_0[7]);
    gray_cell GC8(prop_i[8], gen_i[8], gen_to_0[7], gen_to_0[8]);
    gray_cell GC9(prop_9_8, gen_9_8, gen_to_0[7], gen_to_0[9]);
    gray_cell GC10(prop_i[10], gen_i[10], gen_to_0[9], gen_to_0[10]);
    gray_cell GC11(prop_11_8, gen_11_8, gen_to_0[7], gen_to_0[11]);
    gray_cell GC12(prop_i[12], gen_i[12], gen_to_0[11], gen_to_0[12]);
    gray_cell GC13(prop_13_12, gen_13_12, gen_to_0[11], gen_to_0[13]);
    gray_cell GC14(prop_i[14], gen_i[14], gen_to_0[13], gen_to_0[14]);
    gray_cell GC15(prop_15_8, gen_15_8, gen_to_0[7], gen_to_0[15]);
    gray_cell GC16(prop_i[16], gen_i[16], gen_to_0[15], gen_to_0[16]);
    gray_cell GC17(prop_17_16, gen_17_16, gen_to_0[15], gen_to_0[17]);
    gray_cell GC18(prop_i[18], gen_i[18], gen_to_0[17], gen_to_0[18]);
    gray_cell GC19(prop_19_16, gen_19_16, gen_to_0[15], gen_to_0[19]);
    gray_cell GC20(prop_i[20], gen_i[20], gen_to_0[19], gen_to_0[20]);
    gray_cell GC21(prop_21_20, gen_21_20, gen_to_0[19], gen_to_0[21]);
    gray_cell GC22(prop_i[22], gen_i[22], gen_to_0[21], gen_to_0[22]);
    gray_cell GC23(prop_23_16, gen_23_16, gen_to_0[15], gen_to_0[23]);
    gray_cell GC24(prop_i[24], gen_i[24], gen_to_0[23], gen_to_0[24]);
    gray_cell GC25(prop_25_24, gen_25_24, gen_to_0[23], gen_to_0[25]);
    gray_cell GC26(prop_i[26], gen_i[26], gen_to_0[25], gen_to_0[26]);
    gray_cell GC27(prop_27_24, gen_27_24, gen_to_0[23], gen_to_0[27]);
    gray_cell GC28(prop_i[28], gen_i[28], gen_to_0[27], gen_to_0[28]);
    gray_cell GC29(prop_29_28, gen_29_28, gen_to_0[27], gen_to_0[29]);
    gray_cell GC30(prop_i[30], gen_i[30], gen_to_0[29], gen_to_0[30]);
    gray_cell GC31(prop_31_16, gen_31_16, gen_to_0[15], gen_to_0[31]);
endmodule
module generator
(
    input wire a_i,
    input wire b_i,
    output wire g_o
);
    assign g_o = a_i && b_i;
endmodule
module generator_ij_span
(
    input wire gik_i,
    input wire pik_i,
    input wire gk_1j_i,
    output wire gij_o
);
    assign gij_o = gik_i || (pik_i && gk_1j_i);
endmodule 
module gray_cell
(
    input wire pik_i,
    input wire gik_i,
    input wire gk_1j_i,
    output wire gij_o
);
    generator_ij_span GEN(gik_i, pik_i, gk_1j_i, gij_o);
endmodule
module post_processing_param
    #(
        parameter BIT_WIDTH = 32
    )
    (
        input wire [BIT_WIDTH-1:0] prop_i,
        input wire [BIT_WIDTH-1:0] carry_i,
        output wire [BIT_WIDTH-1:0] sum_o
    );
    assign sum_o = prop_i ^ carry_i;
endmodule
module pre_processing_32b
(
    input wire [31:0] operand1_i,
    input wire [31:0] operand2_i,
    input wire carry_i,
    output wire [32:0] prop_o,
    output wire [32:0] gen_o
);
    assign prop_o[0] = 1'b0;
    assign gen_o[0] = carry_i;
    genvar i;
    generate
        for(i = 1; i < 33; i = i + 1) begin : pre_processing_block
            propagator PROP(operand1_i[i-1], operand2_i[i-1], prop_o[i]);
            generator GEN(operand1_i[i-1], operand2_i[i-1], gen_o[i]);
        end
    endgenerate
endmodule
module propagator
(
    input wire a_i,
    input wire b_i,
    output wire p_o
);
    assign p_o = a_i ^ b_i;
endmodule
module propagator_ij_span
(
    input wire pik_i,
    input wire pk_1j_i,
    output wire pij_o
);
assign pij_o = pik_i && pk_1j_i;
endmodule
==> results.py <==
# Synthesis and PnR figures
metrics = {
    "status": {
        "status": "complete, no violations",
    },
    "sta": {
        "period_used_share": 0.639,
        "tightest_slew_ns": 0.354,
        "rsz0062_at_grt": "false",
        "fin_setup_tns_ns": 0,
        "setup_viol": 0,
        "hold_viol": 0,
        "setup_ws_ns": 4.73,
        "fmax_mhz": 119,
        "final-max-slew-violation-count": 0,
        "hold_slack_ns": 6.29,
        "period_needed_ns": 8.37,
        "maxSlewHeadroom": 0.763,
    },
    "route": {
        "drc": 0,
        "vias": 1430,
        "antenna_left": 0,
        "wl_per_cell_um": 11.3,
        "drt-vias-per-instance": 3.62,
        "antennaDiodeCount": 0,
        "drt_iter0_markers": 14,
        "firstDrtPassIters": 3,
        "wl_um": 4470,
    },
    "logic_synthesis": {
        "ys_cells": 164,
        "yosysUniqueCellTypes": 33,
        "ys_seq_share": 0,
        "avgSynthCellArea_um2": 8.55,
        "syn_inst": 164,
        "ys_area_um2": 1400,
        "synth_warnings": 0,
        "netlist_area_um2": 1400,
    },
    "layout": {
        "combGateArea_um2": 1260,
        "clkbuf_count": 0,
        "fill_cells": 1038,
        "flops": 0,
        "drive_gt1_frac": 0.0382,
        "final_cells": 395,
        "regArea_um2": 0,
        "syn_to_final_growth_pct": 81.8,
    },
    "worst_setup_path": {
        "worst_setup_path_end_kind": "primary output",
        "cp_max_fo": 3,
        "worstSetupEndpoint": "sum_o[14]",
        "crit_type": "in -> out",
        "worstPathRequired_ns": 10.48,
        "crit_start": "op1_i[0]",
        "start_kind": "input port",
        "arrival_ns": 5.75,
    },
    "global_route": {
        "track_usage": 0.0604,
        "grt_pass1_vias": 1611,
        "grt_first_pass_wirelength_um": 7480,
        "antenna_found_initial": 0,
        "grt_overflow": 0,
        "grt_max_degree": 5,
    },
    "pwr": {
        "p_per_area_nw_per_um2": 46.4,
        "p_int_uw": 78.3,
        "ir_drop_mv": 0.0168,
        "p_seq_frac": 0,
        "power_uw": 118,
        "power.share.clock": 0,
        "power.switching_uw": 39.9,
        "power_leakage_uw": 0.00115,
        "p_comb_frac": 1.000,
        "swShare": 0.338,
    },
    "placement": {
        "place_worst_setup_slack_ns": 4.69,
        "portBuffers": 98,
        "dp_cells": 395,
        "dp_hpwl_um": 4350,
        "gp_congestion": 0.798,
    },
    "die": {
        "core_um2": 9860,
        "chip_area_um2": 14600,
        "dieHeight_um": 121,
        "row_count": 36,
        "io_pins": 98,
        "die_w_um": 121,
        "fp_util": 0.142,
    },
    "min_path": {
        "hold_path_depth": 5,
        "hp-class": "in -> out",
    },
    "cts": {
        "cts_setup_buffers": 0,
        "postCtsHoldBufs": 0,
        "cts_resized": 0,
    },
    "run": {
        "tool_warnings": 32,
        "max_cap_viol_count": 0,
    },
}
-- routing by layer --
| layer | track usage | vias up | part of all wire |
|---|---|---|---|
| met2 | 0.113 | 42 | 0.51 |
| met4 | 0 | 0 | 0 |
| met5 | 0 | - | 0 |
| met1 | 0.0697 | 642 | 0.39 |
| met3 | 0.0189 | 0 | 0.099 |
| li1 | - | 746 | - |
-- power groups by stage --
stage,clock (uW),combinational [uW],sequential [uW]
finish,0,118,0
CTS,0,122,0
global route,0,135,0
-- placed cells by master, fill, tap and decap left out, types with 2 or more instances in the layout --
master | netlist | routed
clkdlybuf4s50_1 | 0 | 98
inv_1 | 39 | 39
ha_1 | 30 | 30
fa_1 | 17 | 17
a21oi_1 | 12 | 12
nand2_1 | 11 | 11
xnor2_1 | 9 | 9
xor2_1 | 6 | 6
o21ai_1 | 5 | 5
o21ai_0 | 3 | 3
a21o_1 | 3 | 3
nand4_1 | 2 | 2
nand2b_1 | 2 | 2
nor2_1 | 2 | 2
o21bai_1 | 2 | 2
a221oi_2 | 2 | 2
a21boi_0 | 2 | 2
-- cell usage after synthesis --
library cell	number	area share
o31a_2	1	0.0071
xor2_1	6	0.037
nor2b_1	1	0.0045
nand2_1	11	0.029
o2111ai_2	1	0.011
a21oi_1	12	0.043
nand2b_1	2	0.0089
or2b_2	1	0.0062
a31o_1	1	0.0062
o21bai_1	2	0.011
a221oi_2	2	0.021
fa_1	17	0.24
and4_1	1	0.0062
a21oi_2	1	0.0062
a21boi_0	2	0.011
or3_1	1	0.0045
xnor2_1	9	0.056
a21o_2	1	0.0062
o22ai_2	1	0.0089
o21ai_1	5	0.018
ha_1	30	0.27
a31o_4	1	0.012
a211oi_1	1	0.0054
o211ai_1	1	0.0054
and2_2	1	0.0054
nand4_1	2	0.0089
o21a_1	1	0.0054
nor2_1	2	0.0054
a21o_1	3	0.016
nor3_1	1	0.0036
o21ai_0	3	0.011
and2_1	1	0.0045
inv_1	39	0.10
-- area by class of cell --
type,instances,share of cell area
inverter,39,0.0574
multi-input combinational,125,0.493
tap,133,0.0653
timing repair buffer,98,0.385
-- worst min path at each step --
stage | startpoint | to | slack [ns]
CTS | carry_i | sum_o[0] | 6.31
global route | carry_i | sum_o[0] | 6.34
finish | carry_i | sum_o[0] | 6.29
-- critical path, cell delays in order --
cell and delay [ns]:
clkdlybuf4s50_1 0.45, inv_1 0.05, fa_1 0.45, nand2b_1 0.18
a21oi_1 0.20, o2111ai_2 0.21, and2_1 0.23, o21ai_1 0.18
a21boi_0 0.14, fa_1 0.39, xnor2_1 0.16, clkdlybuf4s50_1 0.48
-- cells by family (layout without fill, tap and decap cells) --
kind of cell,count (synthesis),after routing,share of synthesized area
adders and majority gates,47,47,0.510
xor gates and xnor gates,15,15,0.0937
buffers and inverters,39,137,0.104
AOI/OAI and AO/OA,39,39,0.204
and+or+nand+nor,24,24,0.0874
-- metrics by stage --
stage	area, um2	util
finish	2550	0.258
global route	2550	0.258
CTS	2550	0.258
detailed placement	2550	0.258
global placement	2550	0.258
floorplan	1400	-
Power figures rest on the tool's default switching activity, not on a simulated workload.
