==> /design/flow/run.sh <==
#!/bin/bash
# OpenROAD 26Q1-2900-gdf79404cd8, Yosys 0.63+post, stock flow scripts
make -C /OpenROAD-flow-scripts/flow DESIGN_CONFIG=/design/flow/config.mk WORK_HOME=/design/flow/orfs finish
==> /design/flow/config.mk <==
export PLATFORM = sky130hd
export DESIGN_NAME = brent_kung_adder_64b
export DESIGN_NICKNAME = brent_kung_adder_64b
export VERILOG_FILES = /design/flow/design.v
export SDC_FILE = /design/flow/constraint.sdc
export NUM_CORES = 4
export LEC_CHECK = 1
export CORE_UTILIZATION = 40
==> /design/flow/constraint.sdc <==
current_design brent_kung_adder_64b

set clk_period 15.9
set clk_io_pct 0.2

create_clock -name clk0 -period $clk_period

set non_clock_inputs [all_inputs -no_clocks]
set_input_delay [expr $clk_period * $clk_io_pct] -clock clk0 $non_clock_inputs
set_output_delay [expr $clk_period * $clk_io_pct] -clock clk0 [all_outputs]
==> /design/flow/design.v <==
package conversion_pkg;
    localparam ADDR_WIDTH = 32;
    function automatic logic [ADDR_WIDTH:0] bin2gray (input logic [ADDR_WIDTH:0] bin);
        bin2gray = bin ^ (bin >> 1);
    endfunction
    function automatic logic [ADDR_WIDTH:0] gray2bin (input logic [ADDR_WIDTH:0] gray);
        logic [ADDR_WIDTH:0] tmp;
        integer i;
        begin
            tmp[ADDR_WIDTH] = gray[ADDR_WIDTH];
            for (i = ADDR_WIDTH-1; i >= 0; i--)
                tmp[i] = tmp[i+1] ^ gray[i];
            gray2bin = tmp;
        end
    endfunction
endpackage
module brent_kung_adder_64b(
    input wire [63:0] op1_i,
    input wire [63:0] op2_i,
    input wire carry_i,
    output wire [63:0] sum_o,
    output wire carry_o
);
    wire [64:0] prop, gen, carry;
    pre_processing_64b PRE(op1_i, op2_i, carry_i, prop, gen);
    carry_tree_bk_64b TREE(prop[63:0], gen[63:0], carry[63:0]);
    post_processing_param #(64) POST(prop[64:1], carry[63:0], sum_o);
    gray_cell COUT(prop[64], gen[64], carry[63], carry[64]);
    assign carry_o = carry[64];    
endmodule
module black_cell
(
    input wire pik_i,
    input wire gik_i,
    input wire pk_1j_i,
    input wire gk_1j_i,
    output wire gij_o,
    output wire pij_o
);
    generator_ij_span GEN(gik_i, pik_i, gk_1j_i, gij_o);
    propagator_ij_span PROP(pik_i, pk_1j_i, pij_o);
endmodule
module carry_tree_bk_64b(
    input wire [63:0] prop_i,
    input wire [63:0] gen_i,
    output wire [63:0] carry_o
);
    wire [63:0] gen_to_0;
    wire prop_3_2, gen_3_2, prop_5_4, gen_5_4, prop_7_6, gen_7_6, prop_7_4, gen_7_4, prop_9_8, gen_9_8, prop_11_10, gen_11_10, prop_11_8, gen_11_8;
    wire prop_13_12, gen_13_12, prop_15_14, gen_15_14, prop_15_12, gen_15_12, prop_15_8, gen_15_8, prop_17_16, gen_17_16, prop_19_18, gen_19_18, prop_19_16, gen_19_16;
    wire prop_21_20, gen_21_20, prop_23_22, gen_23_22, prop_23_20, gen_23_20, prop_23_16, gen_23_16, prop_25_24, gen_25_24, prop_27_26, gen_27_26, prop_27_24, gen_27_24;
    wire prop_29_28, gen_29_28, prop_31_30, gen_31_30, prop_33_32, gen_33_32, prop_31_28, gen_31_28, prop_31_24, gen_31_24, prop_31_16, gen_31_16;
    wire prop_35_34, gen_35_34, prop_37_36, gen_37_36, prop_39_38, gen_39_38, prop_41_40, gen_41_40, prop_43_42, gen_43_42, prop_45_44, gen_45_44;
    wire prop_47_46, gen_47_46, prop_49_48, gen_49_48, prop_51_50, gen_51_50, prop_53_52, gen_53_52, prop_55_54, gen_55_54, prop_57_56, gen_57_56;
    wire prop_59_58, gen_59_58, prop_61_60, gen_61_60, prop_63_62, gen_63_62;
    wire prop_35_32, gen_35_32, prop_39_36, gen_39_36, prop_43_40, gen_43_40, prop_47_44, gen_47_44, prop_51_48, gen_51_48, prop_55_52, gen_55_52;
    wire prop_59_56, gen_59_56, prop_63_60, gen_63_60;
    wire prop_39_32, gen_39_32, prop_47_40, gen_47_40, prop_55_48, gen_55_48, prop_63_56, gen_63_56;
    wire prop_47_32, gen_47_32, prop_63_48, gen_63_48;
    wire prop_63_32, gen_63_32;
    assign gen_to_0[0] = gen_i[0];
    genvar i;
    generate
        for(i = 0; i < 64; i = i + 1) begin : tree_block
            assign carry_o[i] = gen_to_0[i];
        end
    endgenerate
    black_cell BC3(prop_i[3], gen_i[3], prop_i[2], gen_i[2], gen_3_2, prop_3_2);
    black_cell BC5(prop_i[5], gen_i[5], prop_i[4], gen_i[4], gen_5_4, prop_5_4);
    black_cell BC7(prop_i[7], gen_i[7], prop_i[6], gen_i[6], gen_7_6, prop_7_6);
    black_cell BC9(prop_i[9], gen_i[9], prop_i[8], gen_i[8], gen_9_8, prop_9_8);
    black_cell BC11(prop_i[11], gen_i[11], prop_i[10], gen_i[10], gen_11_10, prop_11_10);    
    black_cell BC13(prop_i[13], gen_i[13], prop_i[12], gen_i[12], gen_13_12, prop_13_12);    
    black_cell BC15(prop_i[15], gen_i[15], prop_i[14], gen_i[14], gen_15_14, prop_15_14);    
    black_cell BC17(prop_i[17], gen_i[17], prop_i[16], gen_i[16], gen_17_16, prop_17_16);
    black_cell BC19(prop_i[19], gen_i[19], prop_i[18], gen_i[18], gen_19_18, prop_19_18);
    black_cell BC21(prop_i[21], gen_i[21], prop_i[20], gen_i[20], gen_21_20, prop_21_20);
    black_cell BC23(prop_i[23], gen_i[23], prop_i[22], gen_i[22], gen_23_22, prop_23_22);
    black_cell BC25(prop_i[25], gen_i[25], prop_i[24], gen_i[24], gen_25_24, prop_25_24);
    black_cell BC27(prop_i[27], gen_i[27], prop_i[26], gen_i[26], gen_27_26, prop_27_26);
    black_cell BC29(prop_i[29], gen_i[29], prop_i[28], gen_i[28], gen_29_28, prop_29_28);
    black_cell BC31(prop_i[31], gen_i[31], prop_i[30], gen_i[30], gen_31_30, prop_31_30);
    black_cell BC33(prop_i[33], gen_i[33], prop_i[32], gen_i[32], gen_33_32, prop_33_32);
    black_cell BC35(prop_i[35], gen_i[35], prop_i[34], gen_i[34], gen_35_34, prop_35_34);
    black_cell BC37(prop_i[37], gen_i[37], prop_i[36], gen_i[36], gen_37_36, prop_37_36);
    black_cell BC39(prop_i[39], gen_i[39], prop_i[38], gen_i[38], gen_39_38, prop_39_38);
    black_cell BC41(prop_i[41], gen_i[41], prop_i[40], gen_i[40], gen_41_40, prop_41_40);
    black_cell BC43(prop_i[43], gen_i[43], prop_i[42], gen_i[42], gen_43_42, prop_43_42);
    black_cell BC45(prop_i[45], gen_i[45], prop_i[44], gen_i[44], gen_45_44, prop_45_44);
    black_cell BC47(prop_i[47], gen_i[47], prop_i[46], gen_i[46], gen_47_46, prop_47_46);
    black_cell BC49(prop_i[49], gen_i[49], prop_i[48], gen_i[48], gen_49_48, prop_49_48);
    black_cell BC51(prop_i[51], gen_i[51], prop_i[50], gen_i[50], gen_51_50, prop_51_50);
    black_cell BC53(prop_i[53], gen_i[53], prop_i[52], gen_i[52], gen_53_52, prop_53_52);
    black_cell BC55(prop_i[55], gen_i[55], prop_i[54], gen_i[54], gen_55_54, prop_55_54);
    black_cell BC57(prop_i[57], gen_i[57], prop_i[56], gen_i[56], gen_57_56, prop_57_56);
    black_cell BC59(prop_i[59], gen_i[59], prop_i[58], gen_i[58], gen_59_58, prop_59_58);
    black_cell BC61(prop_i[61], gen_i[61], prop_i[60], gen_i[60], gen_61_60, prop_61_60);
    black_cell BC63(prop_i[63], gen_i[63], prop_i[62], gen_i[62], gen_63_62, prop_63_62);
    black_cell BC7_ST2(prop_7_6, gen_7_6, prop_5_4, gen_5_4, gen_7_4, prop_7_4);
    black_cell BC11_ST2(prop_11_10, gen_11_10, prop_9_8, gen_9_8, gen_11_8, prop_11_8);
    black_cell BC15_ST2(prop_15_14, gen_15_14, prop_13_12, gen_13_12, gen_15_12, prop_15_12);
    black_cell BC19_ST2(prop_19_18, gen_19_18, prop_17_16, gen_17_16, gen_19_16, prop_19_16);
    black_cell BC23_ST2(prop_23_22, gen_23_22, prop_21_20, gen_21_20, gen_23_20, prop_23_20);
    black_cell BC27_ST2(prop_27_26, gen_27_26, prop_25_24, gen_25_24, gen_27_24, prop_27_24);
    black_cell BC31_ST2(prop_31_30, gen_31_30, prop_29_28, gen_29_28, gen_31_28, prop_31_28);
    black_cell BC35_ST2(prop_35_34, gen_35_34, prop_33_32, gen_33_32, gen_35_32, prop_35_32);
    black_cell BC39_ST2(prop_39_38, gen_39_38, prop_37_36, gen_37_36, gen_39_36, prop_39_36);
    black_cell BC43_ST2(prop_43_42, gen_43_42, prop_41_40, gen_41_40, gen_43_40, prop_43_40);
    black_cell BC47_ST2(prop_47_46, gen_47_46, prop_45_44, gen_45_44, gen_47_44, prop_47_44);
    black_cell BC51_ST2(prop_51_50, gen_51_50, prop_49_48, gen_49_48, gen_51_48, prop_51_48);
    black_cell BC55_ST2(prop_55_54, gen_55_54, prop_53_52, gen_53_52, gen_55_52, prop_55_52);
    black_cell BC59_ST2(prop_59_58, gen_59_58, prop_57_56, gen_57_56, gen_59_56, prop_59_56);
    black_cell BC63_ST2(prop_63_62, gen_63_62, prop_61_60, gen_61_60, gen_63_60, prop_63_60);
    black_cell BC15_ST3(prop_15_12, gen_15_12, prop_11_8, gen_11_8, gen_15_8, prop_15_8);
    black_cell BC23_ST3(prop_23_20, gen_23_20, prop_19_16, gen_19_16, gen_23_16, prop_23_16);
    black_cell BC31_ST3(prop_31_28, gen_31_28, prop_27_24, gen_27_24, gen_31_24, prop_31_24);
    black_cell BC39_ST3(prop_39_36, gen_39_36, prop_35_32, gen_35_32, gen_39_32, prop_39_32);
    black_cell BC47_ST3(prop_47_44, gen_47_44, prop_43_40, gen_43_40, gen_47_40, prop_47_40);
    black_cell BC55_ST3(prop_55_52, gen_55_52, prop_51_48, gen_51_48, gen_55_48, prop_55_48);
    black_cell BC63_ST3(prop_63_60, gen_63_60, prop_59_56, gen_59_56, gen_63_56, prop_63_56);
    black_cell BC31_ST4(prop_31_24, gen_31_24, prop_23_16, gen_23_16, gen_31_16, prop_31_16);
    black_cell BC47_ST4(prop_47_40, gen_47_40, prop_39_32, gen_39_32, gen_47_32, prop_47_32);
    black_cell BC63_ST4(prop_63_56, gen_63_56, prop_55_48, gen_55_48, gen_63_48, prop_63_48);
    black_cell BC63_ST5(prop_63_48, gen_63_48, prop_47_32, gen_47_32, gen_63_32, prop_63_32);
   gray_cell GC1(prop_i[1], gen_i[1], gen_to_0[0], gen_to_0[1]);
    gray_cell GC2(prop_i[2], gen_i[2], gen_to_0[1], gen_to_0[2]);
    gray_cell GC3(prop_3_2, gen_3_2, gen_to_0[1], gen_to_0[3]);
    gray_cell GC4(prop_i[4], gen_i[4], gen_to_0[3], gen_to_0[4]);
    gray_cell GC5(prop_5_4, gen_5_4, gen_to_0[3], gen_to_0[5]);
    gray_cell GC6(prop_i[6], gen_i[6], gen_to_0[5], gen_to_0[6]);
    gray_cell GC7(prop_7_4, gen_7_4, gen_to_0[3], gen_to_0[7]);
    gray_cell GC8(prop_i[8], gen_i[8], gen_to_0[7], gen_to_0[8]);
    gray_cell GC9(prop_9_8, gen_9_8, gen_to_0[7], gen_to_0[9]);
    gray_cell GC10(prop_i[10], gen_i[10], gen_to_0[9], gen_to_0[10]);
    gray_cell GC11(prop_11_8, gen_11_8, gen_to_0[7], gen_to_0[11]);
    gray_cell GC12(prop_i[12], gen_i[12], gen_to_0[11], gen_to_0[12]);
    gray_cell GC13(prop_13_12, gen_13_12, gen_to_0[11], gen_to_0[13]);
    gray_cell GC14(prop_i[14], gen_i[14], gen_to_0[13], gen_to_0[14]);
    gray_cell GC15(prop_15_8, gen_15_8, gen_to_0[7], gen_to_0[15]);
    gray_cell GC16(prop_i[16], gen_i[16], gen_to_0[15], gen_to_0[16]);
    gray_cell GC17(prop_17_16, gen_17_16, gen_to_0[15], gen_to_0[17]);
    gray_cell GC18(prop_i[18], gen_i[18], gen_to_0[17], gen_to_0[18]);
    gray_cell GC19(prop_19_16, gen_19_16, gen_to_0[15], gen_to_0[19]);
    gray_cell GC20(prop_i[20], gen_i[20], gen_to_0[19], gen_to_0[20]);
    gray_cell GC21(prop_21_20, gen_21_20, gen_to_0[19], gen_to_0[21]);
    gray_cell GC22(prop_i[22], gen_i[22], gen_to_0[21], gen_to_0[22]);
    gray_cell GC23(prop_23_16, gen_23_16, gen_to_0[15], gen_to_0[23]);
    gray_cell GC24(prop_i[24], gen_i[24], gen_to_0[23], gen_to_0[24]);
    gray_cell GC25(prop_25_24, gen_25_24, gen_to_0[23], gen_to_0[25]);
    gray_cell GC26(prop_i[26], gen_i[26], gen_to_0[25], gen_to_0[26]);
    gray_cell GC27(prop_27_24, gen_27_24, gen_to_0[23], gen_to_0[27]);
    gray_cell GC28(prop_i[28], gen_i[28], gen_to_0[27], gen_to_0[28]);
    gray_cell GC29(prop_29_28, gen_29_28, gen_to_0[27], gen_to_0[29]);
    gray_cell GC30(prop_i[30], gen_i[30], gen_to_0[29], gen_to_0[30]);
    gray_cell GC31(prop_31_16, gen_31_16, gen_to_0[15], gen_to_0[31]);
    gray_cell GC32(prop_i[32], gen_i[32], gen_to_0[31], gen_to_0[32]);
    gray_cell GC33(prop_33_32, gen_33_32, gen_to_0[31], gen_to_0[33]);
    gray_cell GC34(prop_i[34], gen_i[34], gen_to_0[33], gen_to_0[34]);
    gray_cell GC35(prop_35_32, gen_35_32, gen_to_0[31], gen_to_0[35]);
    gray_cell GC36(prop_i[36], gen_i[36], gen_to_0[35], gen_to_0[36]);
    gray_cell GC37(prop_37_36, gen_37_36, gen_to_0[35], gen_to_0[37]);
    gray_cell GC38(prop_i[38], gen_i[38], gen_to_0[37], gen_to_0[38]);
    gray_cell GC39(prop_39_32, gen_39_32, gen_to_0[31], gen_to_0[39]);
    gray_cell GC40(prop_i[40], gen_i[40], gen_to_0[39], gen_to_0[40]);
    gray_cell GC41(prop_41_40, gen_41_40, gen_to_0[39], gen_to_0[41]);
    gray_cell GC42(prop_i[42], gen_i[42], gen_to_0[41], gen_to_0[42]);
    gray_cell GC43(prop_43_40, gen_43_40, gen_to_0[42], gen_to_0[43]);
    gray_cell GC44(prop_i[44], gen_i[44], gen_to_0[43], gen_to_0[44]);
    gray_cell GC45(prop_45_44, gen_45_44, gen_to_0[43], gen_to_0[45]);
    gray_cell GC46(prop_i[46], gen_i[46], gen_to_0[45], gen_to_0[46]);
    gray_cell GC47(prop_47_32, gen_47_32, gen_to_0[31], gen_to_0[47]);
    gray_cell GC48(prop_i[48], gen_i[48], gen_to_0[47], gen_to_0[48]);
    gray_cell GC49(prop_49_48, gen_49_48, gen_to_0[48], gen_to_0[49]);
    gray_cell GC50(prop_i[50], gen_i[50], gen_to_0[49], gen_to_0[50]);
    gray_cell GC51(prop_51_48, gen_51_48, gen_to_0[47], gen_to_0[51]);
    gray_cell GC52(prop_i[52], gen_i[52], gen_to_0[51], gen_to_0[52]);
    gray_cell GC53(prop_53_52, gen_53_52, gen_to_0[51], gen_to_0[53]);
    gray_cell GC54(prop_i[54], gen_i[54], gen_to_0[53], gen_to_0[54]);
    gray_cell GC55(prop_55_48, gen_55_48, gen_to_0[47], gen_to_0[55]);
    gray_cell GC56(prop_i[56], gen_i[56], gen_to_0[55], gen_to_0[56]);
    gray_cell GC57(prop_57_56, gen_57_56, gen_to_0[55], gen_to_0[57]);
    gray_cell GC58(prop_i[58], gen_i[58], gen_to_0[57], gen_to_0[58]);
    gray_cell GC59(prop_59_56, gen_59_56, gen_to_0[55], gen_to_0[59]);
    gray_cell GC60(prop_i[60], gen_i[60], gen_to_0[59], gen_to_0[60]);
    gray_cell GC61(prop_61_60, gen_61_60, gen_to_0[59], gen_to_0[61]);
    gray_cell GC62(prop_i[62], gen_i[62], gen_to_0[61], gen_to_0[62]);
    gray_cell GC63(prop_63_32, gen_63_32, gen_to_0[31], gen_to_0[63]);
endmodule
module generator
(
    input wire a_i,
    input wire b_i,
    output wire g_o
);
    assign g_o = a_i && b_i;
endmodule
module generator_ij_span
(
    input wire gik_i,
    input wire pik_i,
    input wire gk_1j_i,
    output wire gij_o
);
    assign gij_o = gik_i || (pik_i && gk_1j_i);
endmodule 
module gray_cell
(
    input wire pik_i,
    input wire gik_i,
    input wire gk_1j_i,
    output wire gij_o
);
    generator_ij_span GEN(gik_i, pik_i, gk_1j_i, gij_o);
endmodule
module post_processing_param
    #(
        parameter BIT_WIDTH = 32
    )
    (
        input wire [BIT_WIDTH-1:0] prop_i,
        input wire [BIT_WIDTH-1:0] carry_i,
        output wire [BIT_WIDTH-1:0] sum_o
    );
    assign sum_o = prop_i ^ carry_i;
endmodule
module pre_processing_64b
(
    input wire [63:0] operand1_i,
    input wire [63:0] operand2_i,
    input wire carry_i,
    output wire [64:0] prop_o,
    output wire [64:0] gen_o
);
    assign prop_o[0] = 1'b0;
    assign gen_o[0] = carry_i;
    genvar i;
    generate
        for(i = 1; i < 65; i = i + 1) begin : pre_processing_block
            propagator PROP(operand1_i[i-1], operand2_i[i-1], prop_o[i]);
            generator GEN(operand1_i[i-1], operand2_i[i-1], gen_o[i]);
        end
    endgenerate
endmodule
module propagator
(
    input wire a_i,
    input wire b_i,
    output wire p_o
);
    assign p_o = a_i ^ b_i;
endmodule
module propagator_ij_span
(
    input wire pik_i,
    input wire pk_1j_i,
    output wire pij_o
);
assign pij_o = pik_i && pk_1j_i;
endmodule
==> flow_metrics.py <==
# Metrics from the implementation run
metrics = {
    "global_route": {
        "grt_overflow_total": 0,
        "grt_pass1_vias": 2878,
        "grt_pass1_wl_um": 12800,
        "grt_use_total": 0.217,
        "grt_max_degree": 6,
        "antenna_found_initial": 0,
    },
    "drt": {
        "drc_errors": 0,
        "dr.pass1.iters": 4,
        "ant_nets": 0,
        "drtIter0Drc": 48,
        "antenna_cells": 0,
        "post_drt_wl_per_cell_um": 12.2,
        "wl_um": 7580,
        "num_vias": 3023,
        "vias_per_cell": 4.88,
    },
    "critical_path": {
        "cp.arrival_ns": 7.56,
        "path_max_fanout": 4,
        "critical_path.cell_chain": "clkdlybuf4s50_1, ha_1, a21o_1, a21o_1, a221oi_1, o31ai_1, a41oi_2, or2_4, a311oi_4, a41o_1, fa_1, a21o_1, a21o_1, a21o_1, fa_1, xor2_1, clkdlybuf4s50_1",
        "timing.critical_path.mode_cell": "a21o_1",
        "cp_top_family": "AND-OR/OR-AND gates",
        "critical_path_class": "input pin to primary output",
        "crit_buf_inv": 2,
        "critPathSlowestCell": "clkdlybuf4s50_1",
        "critPathRequiredTime_ns": 12.72,
        "worstSetupStartpointType": "input pin",
        "end_kind": "primary output",
        "slowest_delay_ns": 0.49,
    },
    "logic_synthesis": {
        "yosys-top-cells-area": "ha_1 27%, fa_1 23%, inv_1 6.9%",
        "avgSynthCellArea_um2": 8.59,
        "yosysSeqAreaShare": 0,
        "ys_chip_area_um2": 2830,
        "yosysWarningCount": 0,
        "post-synth-top-area-cell": "ha_1",
        "syn_area_um2": 2830,
        "syn_inst": 329,
        "yosys-stat-cells": 329,
        "synth_top_area_share": 0.274,
        "ys_types": 40,
    },
    "die": {
        "die-width_um": 86.1,
        "core-area_um2": 6790,
        "dieArea_um2": 7410,
        "rows": 30,
        "io_pins": 194,
        "initial_utilization": 0.416,
        "die_h_um": 86.1,
    },
    "cells_and_area": {
        "postLayoutCoreUtil": 0.720,
        "instances_no_fill": 619,
        "drive_gt1_frac": 0.0268,
        "areaGrowthSynthToFinish_pct": 72.9,
        "flop-count": 0,
        "fillerInstances": 517,
        "clkbuf_count": 0,
        "regArea_um2": 0,
    },
    "sta": {
        "clock.fmax_ghz": 0.0931,
        "fin_hold_ws_ns": 7.38,
        "fin_crit_ns": 10.74,
        "rsz0062_at_grt": "no",
        "slew_headroom": 0.676,
        "finalCritPeriodShare": 0.675,
        "setup_viol": 0,
        "final_hold_viol_count": 0,
        "tightest_slew_ns": 0.481,
        "slew_viol_final": 0,
        "setup_tns_ns": 0,
    },
    "pwr": {
        "p_leak_nw": 2.23,
        "powerDensity_nw_per_um2": 39.9,
        "total_power_mw": 0.195,
        "ir_worst_vdd_uv": 24.0,
    },
    "placed_design": {
        "routabilityCongestion": 0.827,
        "hpwlAfterDp_um": 7130,
        "dpl.cell_count": 619,
        "port_buffers": 194,
    },
    "worst_hold_path": {
        "whs_endpoint": "sum_o[0]",
        "hold_depth": 5,
        "hp-class": "input pin to primary output",
        "hp-start": "carry_i",
    },
    "outcome": {
        "status": "complete, no violations",
    },
    "clocking": {
        "post_cts_buffers": 0,
        "post_cts_resized": 0,
        "postCtsHoldBufs": 0,
    },
    "job": {
        "tool_warnings": 33,
        "max_cap_viol_count": 0,
    },
}
[worst max path at each step]
stage | from | endpoint | depth (start not counted)
6_report | op1_i[28] | sum_o[46] | 17
5_1_grt | op1_i[28] | sum_o[46] | 17
4_1_cts | op1_i[28] | sum_o[46] | 17
[synth_stat cells]
library cell and number:
ha_1 62, inv_1 52, fa_1 33, a21oi_1 32, nand2_1 20, xor2_1 20
a21o_1 13, o21ai_0 12, nor2_1 11, xnor2_1 11, nand2b_1 7, nor3_1 7
nand4_1 6, nand3_1 5, a21o_2 3, a31oi_1 3, o21a_1 3, o21bai_1 3
a2111oi_0 2, o211ai_1 2, o21ai_2 2, o31ai_1 2, a211o_2 1, a211oi_1 1
a211oi_2 1, a21oi_2 1, a221oi_1 1, a311oi_4 1, a31o_1 1, a31o_2 1
a41o_1 1, a41oi_2 1, and4_1 1, nand3_2 1, nor2b_1 1, o211ai_4 1
o22ai_1 1, o311ai_0 1, or2_4 1, or3_1 1
[logic make-up (layout without fill, tap and decap cells)]
group | Yosys count | after routing | synth area share
buf+inv | 52 | 246 | 0.0690
xor+xnor | 31 | 31 | 0.0960
simple gates | 61 | 61 | 0.105
fa+ha+maj | 95 | 95 | 0.508
compound gates | 90 | 90 | 0.222
[power breakdown]
group	leakage (nW)	total [mW]	internal, mW	switching, mW
Clock	0	0	0	0
Combinational	2.23	0.195	0.129	0.0665
Sequential	0	0	0	0
Total	2.23	0.195	0.129	0.0665
[cell usage in the layout, fill, tap and decap left out, types with 2 or more instances in the layout]
cell type	n
o211ai_1	2
o21ai_0	12
a21o_2	3
xor2_1	20
a2111oi_0	2
a21oi_1	32
clkdlybuf4s50_1	194
xnor2_1	11
nor3_1	7
ha_1	62
nand3_1	5
o21a_1	3
nand2b_1	7
a31oi_1	3
nand4_1	6
inv_1	52
o21bai_1	3
a21o_1	13
fa_1	33
nor2_1	11
o21ai_2	2
nand2_1	20
o31ai_1	2
[per-stage QoR]
stage | worst slack [ns] | cell area (µm²)
floorplan | 6.34 | 2830
global placement | 5.27 | 4890
detailed placement | 5.19 | 4890
CTS | 5.17 | 4890
global route | 4.91 | 4890
finish | 5.16 | 4890
[area by class of cell]
class | count | area [µm²] | area share
inverter | 52 | 195 | 0.0399
tap | 96 | 120 | 0.0246
multi-input combinational | 277 | 2630 | 0.538
timing repair buffer | 194 | 1940 | 0.397
[worst min-delay path, stage by stage]
cell and delay [ns]:
clkdlybuf4s50_1 0.40, inv_1 0.07, fa_1 0.15, inv_1 0.03
clkdlybuf4s50_1 0.38
[per-layer routing]
| layer | vias to the layer above | GRT usage | routed length, µm |
|---|---|---|---|
| li1 | 1547 | - | - |
| met1 | 1345 | 0.307 | 3200 |
| met2 | 125 | 0.361 | 3510 |
| met3 | 6 | 0.0508 | 809 |
| met4 | 0 | 0.0182 | 66 |
| met5 | - | 0 | 0 |
No activity file was given, so power comes from the tool's default toggle rates.
